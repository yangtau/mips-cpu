`design.v`:
```
`timescale 1ns / 1ps
module greg(input  wire        clk,
            input  wire        rst,
            input  wire        reg_wr,
            input  wire [4:0]  read1,
            input  wire [4:0]  read2,
            input  wire [4:0]  wr_num,
            input  wire [31:0] wr_data,
            output reg [31:0] data1,
            output reg [31:0] data2);
reg [31:0] mem [0:31];   
integer i;
initial begin
    for (i=0; i < 32; i=i+1)
        mem[i] <= 32'b0;
end
always @(*) begin
    data1 <= mem[read1][31:0];
    data2 <= mem[read2][31:0];
end
always @(negedge clk) begin
    if (rst)
        for (i=0; i < 32; i=i+1)
            mem[i] <= 32'b0;
    else if (reg_wr && wr_num != 5'd0) begin
        mem[wr_num] <= wr_data;
    end
end
endmodule
```
`run.sh`:
```
#!/bin/bash
# OpenROAD 26Q1-2900-gdf79404cd8, Yosys 0.63+post, stock flow scripts
make -C /OpenROAD-flow-scripts/flow DESIGN_CONFIG=/design/flow/config.mk WORK_HOME=/design/flow/orfs finish
```
`config.mk`:
```
export PLATFORM = sky130hd
export DESIGN_NAME = greg
export DESIGN_NICKNAME = greg
export VERILOG_FILES = /design/flow/design.v
export SDC_FILE = /design/flow/constraint.sdc
export NUM_CORES = 4
export LEC_CHECK = 1
export CORE_UTILIZATION = 30
```
`constraint.sdc`:
```
current_design greg

set clk_period 18.4
set clk_io_pct 0.2

create_clock -name clk0 -period $clk_period [get_ports {clk}]

set non_clock_inputs [all_inputs -no_clocks]
set_input_delay [expr $clk_period * $clk_io_pct] -clock clk0 $non_clock_inputs
set_output_delay [expr $clk_period * $clk_io_pct] -clock clk0 [all_outputs]
```
==> reports/results.ini <==
[logic_synthesis]
top_area_share_pct = 54.7
top_area_cell = edfxtp_1
syn_inst = 4606
numSynthFlops = 1024
ys_types = 31
xor_share_pct = 0
mux_area_share_pct = 18.2
edf_count = 1024
yosys-stat-cells = 4606
synth_warnings = 1
syn-mean-instance-area_um2 = 12.2
ys_sh_adder_pct = 0
synth_seq_share_pct = 54.7
ys_chip_area_um2 = 56200
logic_family = multiplexers
flop_cell = edfxtp_1
top_cells_by_count = 1,024 x edfxtp_1, 1,024 x mux2i_1, 994 x and2_1
synthAoiAreaFrac_pct = 6.98
simple_gate_share_pct = 15.7
synth.area.top_cells = edfxtp_1 55%, mux2i_1 18%, and2_1 11%
netlist_area_um2 = 56200
synth-async-reset-ratio_pct = 0

[placement]
placed_cell_area_um2 = 59300
gp_congestion = 0.930
portBuffers = 113
dp_hpwl_um = 118000

[hold_path]
hp-class = input pin to output pin

[sta]
slew_violations = 0
setup_viol = 0
fin_tns_setup_ps = 0
worst_pin_slew_ps = 994
rsz0062_at_grt = false
hold_viol_final = 0
fin_hold_ws_ps = 8900
slew-limit-headroom_pct = 33.4

[power_and_ir_drop]
clkPwrFrac_pct = 49.2
ir_worst_vdd_v = 0.0000936
p_seq_share_pct = 40.7
net-switching-power_w = 0.00210
p_comb_share_pct = 10.1
intPower_w = 0.00475
p_leak_nw = 29.7
power.density_nw_per_um2 = 102
switching_share_pct = 30.6

[floorplanning]
io_pins = 114
die_x_um = 435
initial_core_util_pct = 30.3
core.rowCount = 158
core_area_um2 = 186000
chip_area_um2 = 189000
dieHeight_um = 435

[cts]
ctsHoldBuffers = 0
htreeDepth = 3
ctsResizeCount = 0
clk_pin_slew_worst_paths_ps = 30
cts_tree = yes
cts_setup_buffers = 0
cts_root_buf = clkbuf_16
cts_buffers = 118
cts.sinks = 1024
clock_tree.buffer_depth = 3

[drt]
ant_nets = 0
drt_iter0_drc = 2497
wire_per_inst_um = 23.3
drt_first_pass_iters = 8
drcViolationCount = 0
finalWirelength_um = 190000
vias_per_cell = 4.98
vias = 40700

[global_route]
track_usage_pct = 20.8
grt_max_degree = 89
grt_pass1_vias = 43400
antenna_found_initial = 8
grt_pass1_wl_um = 275000
grt_overflow = 0

[layout]
final_area_um2 = 67300
top_register = mem
syn_to_final_growth_pct = 19.8
reg_top3 = mem (1024)
largest_reg_flops = 1024
fillers = 17700
drive_gt1_share_pct = 7.43

[worst_setup_path]
path_cells = mux2i_1 > a22o_1 > nor3_1 > a31oi_1 > nand3_1 > clkdlybuf4s50_1
crit_path_start_kind = flip-flop
critPathKind = flip-flop to output pin
required_ps = 14720
end_kind = output pin
path_max_fanout = 2
critPathSlowestCell = a31oi_1
arrival_ps = 12540
slowest_delay_ps = 670

[job]
cap_violations = 0
log.warning_count = 1027

[run_status]
outcome = complete, no violations

## cells by family after synthesis
logic type / Yosys count
compound gates: 576
flops: 1024
simple gates: 1534
buf+inv: 447
other cells: 1
mux: 1024
## cell usage in the layout, fill, tap and decap left out, types with 100 or more instances in the layout
cell type and instances:
inv_1 1052, mux2i_1 1024, edfxtp_1 1024, and2_1 992
nand2_1 194, nand3_1 193, a22oi_1 192, a21oi_1 192
buf_4 130, a22o_1 128, clkbuf_16 118, clkdlybuf4s50_1 100
## final timing paths
path                  depth (start not counted)  startpoint   endpoint
worst max-delay path                          6   mem[7][3]   data1[3]
worst min-delay path                          7    read1[1]  data1[19]
## through the flow
stage	power [W]	setup WS (ps)	instances	util, %
after floorplan	0.00351	3870	4637	-
after global placement	0.00382	2090	6918	32.0
after detailed placement	0.00383	2090	6918	32.0
after CTS	0.00695	2220	8162	36.3
after global routing	0.00728	2020	8163	36.3
final	0.00685	2180	8169	36.3
## power groups by stage
stage	combinational (W)	sequential, W	clock (W)
4_1_cts	0.000692	0.00279	0.00347
5_1_grt	0.000734	0.00280	0.00374
6_report	0.000692	0.00279	0.00337
## layer usage
| metal | part of all wire [%] | global-route usage [%] |
|---|---|---|
| met1 | 37 | 23.8 |
| met2 | 47 | 31.2 |
| met3 | 12 | 12.7 |
| met4 | 3.9 | 9.50 |
| met5 | 0.11 | 0.832 |
## worst max-delay path, delay by kind of cell (launching register included)
family / cells / cell delay (ps)
compound gates: 2 / 860
buf+inv: 1 / 560
flops: 1 / 370
mux: 1 / 270
simple gates: 2 / 570
## layout make-up
cell class / count / area [um^2] / area share [%]
clock buffer: 118 / 2950 / 4.39
timing repair buffer: 247 / 2140 / 3.18
tap: 2480 / 3100 / 4.61
clock inverter: 1127 / 5040 / 7.49
multi-input combinational: 3166 / 23300 / 34.6
sequential: 1024 / 30700 / 45.7
antenna: 7 / 17.5 / 0.0260
Power and IR drop assume default switching activity.
