## /design/flow/config.mk

```make
export PLATFORM = sky130hd
export DESIGN_NAME = pc
export DESIGN_NICKNAME = pc
export VERILOG_FILES = /design/flow/design.v
export SDC_FILE = /design/flow/constraint.sdc
export NUM_CORES = 4
export LEC_CHECK = 1
export CORE_UTILIZATION = 50
```

## /design/flow/constraint.sdc

```tcl
current_design pc

set clk_period 12.0
set clk_io_pct 0.2

create_clock -name clk0 -period $clk_period [get_ports {clk}]

set non_clock_inputs [all_inputs -no_clocks]
set_input_delay [expr $clk_period * $clk_io_pct] -clock clk0 $non_clock_inputs
set_output_delay [expr $clk_period * $clk_io_pct] -clock clk0 [all_outputs]
```

## /design/flow/design.v

```verilog
`timescale 1ns / 1ps
module pc(input wire         clk,
          input wire         rest,
          input wire         zero,
          input wire         great,
          input wire  [15:0] im1,
          input wire  [25:0] im2,
          input wire  [3:0]  pc_op,
          input wire  [31:0] j_reg,
          input wire  [31:0] cop_addr,
          output wire [31:0] rt_addr,
          output wire [31:0] addr);
parameter INITAL_ADDR = 32'h9fc00000;
reg  [31:0] next_pc;
reg  [31:0] pc_r;
initial begin
    pc_r <= INITAL_ADDR;
end
wire [31:0] pc_plus4 = pc_r + 4;
wire [31:0] br       = {{14{im1[15]}}, im1, 2'b00} + pc_plus4;      
wire [31:0] jmp      = {pc_r[31:28], im2, 2'b00};     
always @(*) begin
    if (
        ((pc_op == 4'b0010) && zero) ||
        ((pc_op == 4'b0011) && !zero) ||
        ((pc_op == 4'b0100) && great) ||
        ((pc_op == 4'b0101) && !great) ||
        ((pc_op == 4'b0111) && (zero || great)) ||
        ((pc_op == 4'b0110) && (!zero && !great))
    )
        next_pc = br;
    else if (pc_op == 4'b1000)
        next_pc =  jmp;
    else if (pc_op == 4'b1001)
        next_pc = j_reg;
    else if (pc_op == 4'b1010)
        next_pc = cop_addr;
    else
        next_pc = pc_plus4;
end
assign rt_addr = pc_plus4;
assign addr    = pc_r;
always @(posedge clk) begin
    if (rest)
        pc_r <= INITAL_ADDR;
    else
        pc_r <= next_pc;
end
endmodule
```

## /design/flow/run.sh

```bash
#!/bin/bash
# OpenROAD 26Q1-2900-gdf79404cd8, Yosys 0.63+post, stock flow scripts
make -C /OpenROAD-flow-scripts/flow DESIGN_CONFIG=/design/flow/config.mk WORK_HOME=/design/flow/orfs finish
```

==> flow_metrics.tcl <==
# implementation run metrics
set metrics [dict create \
    vdd_ir_drop_max_uv 49.7 \
    largest-register "pc_r" \
    crit_path_end "rt_addr[27]" \
    path_depth 7 \
    clock_skew_ns 0.0100 \
    root_buffer "clkbuf_8" \
    r2r_cells 13 \
    die_h_um 92.9 \
    clk_latency_ns 0.30 \
    die_x_um 92.9 \
    p_total_uw 552 \
    lay_top_cells "177 x clkdlybuf4s50_1, 78 x nor2_1, 53 x nand2_1, 53 x a21oi_1, 36 x ha_1" \
    coreArea_um2 7850 \
    cp_top_family "simple AND/OR/NAND/NOR gates" \
    edf_count 0 \
    netlist_instances 566 \
    cp_cell_sequence "nand3_2 -> or4_4 -> nor2_1 -> nand2_1 -> nor3_1 -> xor2_1 -> clkdlybuf4s50_1" \
    drive_gt1_share_pct 4.76 \
    gp_congestion 1.01 \
    cellPowerDensity_nw_per_um2 90.3 \
    lay_top_count "clkdlybuf4s50_1" \
    crit_buf_inv 1 \
    synth_warnings 1 \
    slew_violations 0 \
    cp-startpoint "pc_r[4]" \
    power_leakage_nw 2.47 \
    dr.pass1.iters 5 \
    floorplan.core_util_pct 52.6 \
    grt_max_degree 32 \
    reg_top3 "pc_r (32)" \
    antenna_found_initial 0 \
    ys.flop_type "dfxtp_1" \
    crit_fanout 6 \
    reg2reg_from "pc_r[4]" \
    chipArea_um2 8630 \
    synth_area_um2 4130 \
    synthArstFlopShare_pct 0 \
    grt_pass1_wl_um 24600 \
    cts_tree "built" \
    maxCapViolations 0 \
    syn_to_final_growth_pct 48.1 \
    wl_per_cell_um 18.8 \
    num_io_pins 178 \
    overflow 0 \
    worstMarginPinSlew_ns 0.716 \
    finalHoldViolCount 0 \
    ys_cells 566 \
    ys_ff 32 \
    min_from "pc_r[1]" \
    largest_reg_flops 32 \
    antenna_left 0 \
    post-cts-setup-buffers 0 \
    fmax_ghz 0.173 \
    period_needed_ns 5.79 \
    clk_pin_slew_ns 0.08 \
    ys_seq_share_pct 15.5 \
    cts.repair.resized 0 \
    setup_tns_ns 0 \
    max-slew-margin-rel_pct 52.3 \
    reg2reg_slack_ns 7.62 \
    cts_inserted_buffers 5 \
    rsz0062_at_grt "no" \
    grtUsageTotal_pct 36.8 \
    setup_viol 0 \
    cts_hold_buf 0 \
    slowest_stage "or4_4" \
    postSynthAreaPerCell_um2 7.29 \
    cts.sinks 32 \
    htree_levels 2 \
    fill_cells 517 \
    vias_per_cell 6.15 \
    arrival_ns 3.39 \
    ys_chip_area_um2 4130 \
    outcome "complete, no violations" \
    core.rowCount 32 \
    timing.rr.end "pc_r[30]" \
    finalClockPeriodUsage_pct 48.2 \
    cpPeakStageDelay_ns 0.61 \
    drc 0 \
    min_path_type "register to register" \
    startpoint_type "register" \
    grt_pass1_vias 4969 \
    warnings 32 \
    num_vias 5153 \
    io_buffer_count 177 \
    crit_type "register to output port" \
    cts_buffer_depth 2 \
    drt-total-wl_um 15800 \
    setup.worst_path.end_class "output port" \
    hpwl_um 12200 \
    drt_iter0_drc 285 \
    diodes 0 \
    required_ns 9.60 \
    synth.distinct_cells 65 \
]
-- where the power goes --
part | total (mW) | switching, mW | leakage, nW | internal [mW]
logic | 0.307 | 0.145 | 2.15 | 0.162
clock network | 0.109 | 0.0478 | 0.0541 | 0.0615
registers | 0.135 | 0.0168 | 0.264 | 0.119
total | 0.552 | 0.210 | 2.47 | 0.343
-- per-stage QoR --
| stage | setup slack (ns) | std cells | area (um2) | hold slack (ns) | utilization [%] |
|---|---|---|---|---|---|
| 4_1_cts | 6.33 | 838 | 6110 | 0.542 | 77.9 |
| 3_3_place_gp | 6.58 | 830 | 6000 | 0.511 | 76.5 |
| 6_report | 6.21 | 838 | 6110 | 0.548 | 77.9 |
| 2_1_floorplan | 7.44 | 566 | 4130 | 0.467 | - |
| 5_1_grt | 6.14 | 838 | 6110 | 0.570 | 77.9 |
| 3_5_place_dp | 6.55 | 830 | 6000 | 0.522 | 76.5 |
-- worst min-delay path by stage --
stage	endpoint	slack, ns	depth (start not counted)
finish	pc_r[1]	0.55	2
global route	pc_r[1]	0.57	2
CTS	pc_r[1]	0.54	2
-- worst reg2reg max path: stages (launching register included) --
cell,delay [ns]
dfxtp_1,0.47
nand3_2,0.18
or4_4,0.61
nor2_1,0.36
nand2_1,0.23
nor3_1,0.30
xor2_1,0.37
ha_1,0.37
a21oi_1,0.29
inv_1,0.12
or3_1,0.31
o211ai_1,0.23
a2111oi_0,0.14
a221o_1,0.28
-- cell type report --
| cell class | count | area, um2 | share of cell area [%] |
|---|---|---|---|
| clock buffers | 5 | 68.8 | 1.13 |
| clock inverters | 3 | 42.5 | 0.696 |
| inverters | 21 | 78.8 | 1.29 |
| multi-input cells | 487 | 3300 | 54.0 |
| flip-flops and latches | 32 | 641 | 10.5 |
| well taps | 102 | 128 | 2.09 |
| repair buffers | 188 | 1850 | 30.3 |
-- layer usage --
layer | part of all wire, % | GRT usage [%] | vias to the layer above
met5 | 0 | 0 | -
li1 | - | - | 2422
met1 | 42 | 52.0 | 2375
met4 | 2.6 | 9.23 | 0
met3 | 12 | 11.6 | 34
met2 | 44 | 54.9 | 322
-- synth_stat cells (all sizes together), types with 5 or more instances --
cell | n | area [um2]
nor2 | 78 | 293
a21oi | 54 | 274
nand2 | 53 | 199
ha | 36 | 450
dfxtp | 32 | 641
xnor2 | 31 | 272
o21ai | 24 | 120
xor2 | 22 | 193
inv | 21 | 78.8
a221oi | 18 | 158
clkbuf | 18 | 67.6
mux2i | 16 | 160
nand3 | 15 | 80.1
or3 | 12 | 75.1
mux2 | 9 | 101
a21o | 8 | 60.1
buf | 8 | 40.0
nor2b | 8 | 50.1
o211ai | 7 | 52.6
a211oi | 6 | 45.0
nand4 | 6 | 52.6
nor3 | 6 | 30.0
nor4 | 6 | 43.8
and3 | 5 | 32.5
nand2b | 5 | 31.3
o21a | 5 | 37.5
-- cells by family (layout without fill, tap and decap cells) --
logic type      count (synthesis)  in the layout  synth area share, %
simple gates                  203            203                 23.2
flops                          32             32                 15.5
mux                            25             25                 6.33
compound gates                169            169                 27.8
fa+ha+maj                      37             37                 11.4
buf+inv                        47            217                 4.51
xor+xnor                       53             53                 11.2
Power figures rest on the tool's default switching activity, not on a simulated workload.
